$ cat design/flow/config.mk
export PLATFORM = sky130hd
export DESIGN_NAME = array_multiplier
export DESIGN_NICKNAME = array_multiplier
export VERILOG_FILES = /design/flow/design.v
export SDC_FILE = /design/flow/constraint.sdc
export NUM_CORES = 4
export LEC_CHECK = 1
export CORE_UTILIZATION = 30
$ cat design/flow/constraint.sdc
current_design array_multiplier

set clk_period 9.7
set clk_io_pct 0.2

create_clock -name clk0 -period $clk_period

set non_clock_inputs [all_inputs -no_clocks]
set_input_delay [expr $clk_period * $clk_io_pct] -clock clk0 $non_clock_inputs
set_output_delay [expr $clk_period * $clk_io_pct] -clock clk0 [all_outputs]
$ cat design/flow/design.v
`timescale 1ns / 1ps
module array_multiplier(input t, input [6:0] a, input [5:0] b, output [12:0] c);
	wire [6:0] p, q, r, s, tt, u;
	layer_multiply layer0(.t(t), .a(a), .b(b[0]), .c(p));
	layer_multiply layer1(.t(t), .a(a), .b(b[1]), .c(q));
	layer_multiply layer2(.t(t), .a(a), .b(b[2]), .c(r));
	layer_multiply layer3(.t(t), .a(a), .b(b[3]), .c(s));
	layer_multiply layer4(.t(t), .a(a), .b(b[4]), .c(tt));
	layer_multiply_and_flip layer5(.t(t), .a(a), .b(b[5]), .c(u));
	assign c[0] = p[0];  
	wire [6:0] temp_1;
	assign temp_1[0] = p[1];
	assign temp_1[1] = p[2];
	assign temp_1[2] = p[3];
	assign temp_1[3] = p[4];
	wire carry1, carry2, sum1, sum2;
	half_adder h1(.a(p[5]), .b(t), .sum(sum1), .carry_out(carry1));
	full_adder f1(.carry_in(carry1), .a(p[6]), .b(t), .sum(sum2), .carry_out(carry2));
	assign temp_1[4] = sum1;
	assign temp_1[5] = sum2;
	assign temp_1[6] = carry2;
	wire [6:0] carrys1;
	wire [6:0] sums1;
	half_adder h2(.a(temp_1[0]), .b(q[0]), .sum(sums1[0]), .carry_out(carrys1[0]));
	full_adder f2(.carry_in(carrys1[0]), .a(temp_1[1]), .b(q[1]), .sum(sums1[1]), .carry_out(carrys1[1]));
	full_adder f3(.carry_in(carrys1[1]), .a(temp_1[2]), .b(q[2]), .sum(sums1[2]), .carry_out(carrys1[2]));
	full_adder f4(.carry_in(carrys1[2]), .a(temp_1[3]), .b(q[3]), .sum(sums1[3]), .carry_out(carrys1[3]));
	full_adder f5(.carry_in(carrys1[3]), .a(temp_1[4]), .b(q[4]), .sum(sums1[4]), .carry_out(carrys1[4]));
	full_adder f6(.carry_in(carrys1[4]), .a(temp_1[5]), .b(q[5]), .sum(sums1[5]), .carry_out(carrys1[5]));
	full_adder f7(.carry_in(carrys1[5]), .a(temp_1[6]), .b(q[6]), .sum(sums1[6]), .carry_out(carrys1[6]));
	assign c[1] = sums1[0];  
	wire [6:0] temp_2;
	assign temp_2[0] = sums1[1];
	assign temp_2[1] = sums1[2];
	assign temp_2[2] = sums1[3];
	assign temp_2[3] = sums1[4];
	assign temp_2[4] = sums1[5];
	assign temp_2[5] = sums1[6];
	assign temp_2[6] = carrys1[6];
	wire [6:0] carrys2;
	wire [6:0] sums2;
	half_adder h3(.a(temp_2[0]), .b(r[0]), .sum(sums2[0]), .carry_out(carrys2[0]));
	full_adder f8(.carry_in(carrys2[0]), .a(temp_2[1]), .b(r[1]), .sum(sums2[1]), .carry_out(carrys2[1]));
	full_adder f9(.carry_in(carrys2[1]), .a(temp_2[2]), .b(r[2]), .sum(sums2[2]), .carry_out(carrys2[2]));
	full_adder f10(.carry_in(carrys2[2]), .a(temp_2[3]), .b(r[3]), .sum(sums2[3]), .carry_out(carrys2[3]));
	full_adder f11(.carry_in(carrys2[3]), .a(temp_2[4]), .b(r[4]), .sum(sums2[4]), .carry_out(carrys2[4]));
	full_adder f12(.carry_in(carrys2[4]), .a(temp_2[5]), .b(r[5]), .sum(sums2[5]), .carry_out(carrys2[5]));
	full_adder f13(.carry_in(carrys2[5]), .a(temp_2[6]), .b(r[6]), .sum(sums2[6]), .carry_out(carrys2[6]));
	assign c[2] = sums2[0];  
	wire [6:0] temp_3;
	assign temp_3[0] = sums2[1];
	assign temp_3[1] = sums2[2];
	assign temp_3[2] = sums2[3];
	assign temp_3[3] = sums2[4];
	assign temp_3[4] = sums2[5];
	assign temp_3[5] = sums2[6];
	assign temp_3[6] = carrys2[6];
	wire [6:0] carrys3;
	wire [6:0] sums3;
	half_adder h4(.a(temp_3[0]), .b(s[0]), .sum(sums3[0]), .carry_out(carrys3[0]));
	full_adder f14(.carry_in(carrys3[0]), .a(temp_3[1]), .b(s[1]), .sum(sums3[1]), .carry_out(carrys3[1]));
	full_adder f15(.carry_in(carrys3[1]), .a(temp_3[2]), .b(s[2]), .sum(sums3[2]), .carry_out(carrys3[2]));
	full_adder f16(.carry_in(carrys3[2]), .a(temp_3[3]), .b(s[3]), .sum(sums3[3]), .carry_out(carrys3[3]));
	full_adder f17(.carry_in(carrys3[3]), .a(temp_3[4]), .b(s[4]), .sum(sums3[4]), .carry_out(carrys3[4]));
	full_adder f18(.carry_in(carrys3[4]), .a(temp_3[5]), .b(s[5]), .sum(sums3[5]), .carry_out(carrys3[5]));
	full_adder f19(.carry_in(carrys3[5]), .a(temp_3[6]), .b(s[6]), .sum(sums3[6]), .carry_out(carrys3[6]));
	assign c[3] = sums3[0];  
	wire [6:0] temp_4;
	assign temp_4[0] = sums3[1];
	assign temp_4[1] = sums3[2];
	assign temp_4[2] = sums3[3];
	assign temp_4[3] = sums3[4];
	assign temp_4[4] = sums3[5];
	assign temp_4[5] = sums3[6];
	assign temp_4[6] = carrys3[6];
	wire [6:0] carrys4;
	wire [6:0] sums4;
	half_adder h5(.a(temp_4[0]), .b(tt[0]), .sum(sums4[0]), .carry_out(carrys4[0]));
	full_adder f20(.carry_in(carrys4[0]), .a(temp_4[1]), .b(tt[1]), .sum(sums4[1]), .carry_out(carrys4[1]));
	full_adder f21(.carry_in(carrys4[1]), .a(temp_4[2]), .b(tt[2]), .sum(sums4[2]), .carry_out(carrys4[2]));
	full_adder f22(.carry_in(carrys4[2]), .a(temp_4[3]), .b(tt[3]), .sum(sums4[3]), .carry_out(carrys4[3]));
	full_adder f23(.carry_in(carrys4[3]), .a(temp_4[4]), .b(tt[4]), .sum(sums4[4]), .carry_out(carrys4[4]));
	full_adder f24(.carry_in(carrys4[4]), .a(temp_4[5]), .b(tt[5]), .sum(sums4[5]), .carry_out(carrys4[5]));
	full_adder f25(.carry_in(carrys4[5]), .a(temp_4[6]), .b(tt[6]), .sum(sums4[6]), .carry_out(carrys4[6]));
	assign c[4] = sums4[0];  
	wire [6:0] temp_5;
	assign temp_5[0] = sums4[1];
	assign temp_5[1] = sums4[2];
	assign temp_5[2] = sums4[3];
	assign temp_5[3] = sums4[4];
	assign temp_5[4] = sums4[5];
	assign temp_5[5] = sums4[6];
	assign temp_5[6] = carrys4[6];
	wire [6:0] carrys5;
	wire [6:0] sums5;
	half_adder h6(.a(temp_5[0]), .b(u[0]), .sum(sums5[0]), .carry_out(carrys5[0]));
	full_adder f26(.carry_in(carrys5[0]), .a(temp_5[1]), .b(u[1]), .sum(sums5[1]), .carry_out(carrys5[1]));
	full_adder f27(.carry_in(carrys5[1]), .a(temp_5[2]), .b(u[2]), .sum(sums5[2]), .carry_out(carrys5[2]));
	full_adder f28(.carry_in(carrys5[2]), .a(temp_5[3]), .b(u[3]), .sum(sums5[3]), .carry_out(carrys5[3]));
	full_adder f29(.carry_in(carrys5[3]), .a(temp_5[4]), .b(u[4]), .sum(sums5[4]), .carry_out(carrys5[4]));
	full_adder f30(.carry_in(carrys5[4]), .a(temp_5[5]), .b(u[5]), .sum(sums5[5]), .carry_out(carrys5[5]));
	full_adder f31(.carry_in(carrys5[5]), .a(temp_5[6]), .b(u[6]), .sum(sums5[6]), .carry_out(carrys5[6]));
	assign c[5] = sums5[0];
	assign c[6] = sums5[1];
	assign c[7] = sums5[2];
	assign c[8] = sums5[3];
	assign c[9] = sums5[4];
	assign c[10] = sums5[5];
	assign c[11] = sums5[6];
	wire useless_carry;
	half_adder h7(.a(t), .b(carrys5[6]), .sum(c[12]), .carry_out(useless_carry));
endmodule
module layer_multiply(input t, input [6:0] a, input b, output[6:0] c);
	assign c[0] = a[0] & b;
	assign c[1] = a[1] & b;
	assign c[2] = a[2] & b;
	assign c[3] = a[3] & b;
	assign c[4] = a[4] & b;
	assign c[5] = a[5] & b;
	assign c[6] = (a[6] & b) ^ t;
endmodule
module layer_multiply_and_flip(input t, input [6:0] a, input b, output[6:0] c);
	assign c[0] = (a[0] & b) ^ t;
	assign c[1] = (a[1] & b) ^ t;
	assign c[2] = (a[2] & b) ^ t;
	assign c[3] = (a[3] & b) ^ t;
	assign c[4] = (a[4] & b) ^ t;
	assign c[5] = (a[5] & b) ^ t;
	assign c[6] = a[6] & b;
endmodule
module full_adder(input carry_in, input a, input b, output sum, output carry_out);
	assign sum = (a ^ b) ^ carry_in;
	assign carry_out = (a & b) | (carry_in & a) | (carry_in & b);
endmodule
module half_adder(input a, input b, output sum, output carry_out);
	assign sum = a ^ b;
	assign carry_out = a & b;
endmodule
$ cat design/flow/run.sh
#!/bin/bash
# OpenROAD 26Q1-2900-gdf79404cd8, Yosys 0.63+post, stock flow scripts
make -C /OpenROAD-flow-scripts/flow DESIGN_CONFIG=/design/flow/config.mk WORK_HOME=/design/flow/orfs finish
==> impl_metrics.yaml <==
# yosys + openroad results
global_route:
  grt_max_degree: 13
  track_usage: 0.109
  antenna_found_initial: 0
  grt_pass1_vias: 882
  grt_pass1_wl_um: 3590
  globalRouteOverflowTotal: 0
logic_synthesis:
  ys_chip_area_um2: 1190
  synth_area_um2: 1190
  top_cell_area_share: 0.504
  ys_cells: 123
  yosys_warnings: 0
  yosysTopAreaCell: "fa_1"
  synth_area_per_cell_um2: 9.69
  seq_area_frac_synth: 0
  synthCells: 123
  synth_cell_type_count: 10
  ys_top_cells_by_area: "fa_1 (50%), and2_1 (14%), buf_4 (8.2%), ha_1 (6.3%), inv_1 (6.0%)"
timing:
  min_period_ns: 10.28
  rsz0062_at_grt: "true"
  period_used_share: 1.06
  maxSlewHeadroom: 0.825
  setup_tns_ns: -1.34
  drv_slew: 0
  hold_viol_final: 0
  fin_ws_ns: -0.578
  max_freq_ghz: 0.0973
  worstMarginPinSlew_ns: 0.262
  setup_viol: 3
hold_path:
  min_from: "b[0]"
  min_path_cells: 4
  hp-class: "input port to output pin"
  hold_end: "c[0]"
placement:
  hpwl_um: 1720
  gp_congestion: 0.791
  post-place-cells: 198
  portBuffers: 27
detailed_routing:
  drtIter0Drc: 4
  num_antenna_cells: 0
  wl_um: 1760
  wl_per_cell_um: 8.82
  viasPerCell: 3.98
  drcViolationCount: 0
  antenna_left: 0
  drt_pass1_iterations: 2
  num_vias: 793
floorplan:
  chip_area_um2: 4230
  die_y_um: 65.0
  die_w_um: 65.0
  floorplan.core_util: 0.319
  core_um2: 3740
  io_pins: 27
  rows: 22
run:
  drv_cap: 0
  warnings: 35
setup_path:
  critPathKind: "input port to output pin"
  critPathMaxFanout: 2
  cp.required_ns: 7.76
  cp-startpoint: "a[0]"
  cp-start-kind: "input port"
  arrival_ns: 8.34
  critPathCaptureType: "output pin"
final_layout:
  regArea_um2: 0
  nClkBuffers: 0
  drive_above_1_share: 0.384
  final_cells: 199
  fillCellCount: 370
  seq_cell_count: 0
  lay_top_count: "and2_1"
  mostFrequentLayoutCells: "and2_1 (24), fa_2 (23), clkdlybuf4s50_1 (18)"
  syn_to_final_growth_pct: 34.4
pwr:
  power.density_nw_per_um2: 189
  ir_worst_vdd_v: 0.000161
  p_leak_uw: 0.000703
clock_tree:
  cts_hold_buffers: 0
run_status:
  outcome: "finished with violations"
  failed_checks: "negative setup slack"
layer usage:
layer,GRT usage,wire (um)
met1,0.172,837
met2,0.188,875
met3,0.00179,42
met4,0,0
met5,0,0
cell usage after synthesis:
cell type / count
nand2_1: 14
and2_1: 27
ha_1: 6
fa_1: 30
nand2_2: 1
inv_1: 19
xor2_1: 7
mux2_4: 1
xnor2_1: 5
buf_4: 13
area by class of cell:
cell class,count,area [um2],share of cell area
inverter,19,71.3,0.0445
timing repair buffer,41,363,0.226
tap,48,60.1,0.0375
multi-input combinational,91,1110,0.692
worst max-delay path, cell delays in order:
cell and delay, ns:
buf_6 0.09, and2_4 0.15, ha_4 0.15, fa_2 0.38, fa_2 0.43, fa_2 0.37, fa_2 0.34, fa_2 0.55
fa_2 0.43, fa_2 0.36, fa_2 0.40, fa_2 0.40, fa_2 0.39, fa_2 0.53, inv_2 0.04, fa_2 0.37
fa_2 0.34, fa_2 0.53, inv_1 0.03, buf_2 0.09
per-stage QoR:
step | cell area, um2 | setup slack, ns | total power, uW | util | hold slack [ns]
final | 1600 | -0.578 | 304 | 0.428 | 4.61
after global routing | 1600 | -0.743 | 363 | 0.428 | 4.64
after CTS | 1600 | -0.704 | 311 | 0.426 | 4.61
after detailed placement | 1600 | -1.38 | 336 | 0.426 | 4.92
after global placement | 1600 | -1.36 | 337 | 0.426 | 4.92
after floorplan | 1260 | -0.470 | 257 | - | 3.95
power by group:
| group | internal [uW] | leakage [uW] | switching [uW] | total (uW) |
|---|---|---|---|---|
| registers | 0 | 0 | 0 | 0 |
| logic | 187 | 0.000703 | 117 | 304 |
| clock network | 0 | 0 | 0 | 0 |
worst max-delay path by stage:
stage	to	slack, ns	cells past startpoint
finish	c[11]	-0.58	20
global route	c[11]	-0.74	20
CTS	c[11]	-0.70	20
logic make-up (layout without fill, tap and decap cells):
logic type                 after synthesis  after routing  share of synthesized area
xor gates and xnor gates                12             12                     0.0881
adders and majority gates               36             36                      0.567
buffers and inverters                   32             60                      0.142
muxes                                    1              1                     0.0126
and+or+nand+nor                         42             42                      0.191
what timing repair did:
action	CTS	global route
endpoints found under the setup margin	5	5
pin swaps	28	11
buffers inserted	1	0
resized	38	2
Power and IR drop assume default switching activity.
